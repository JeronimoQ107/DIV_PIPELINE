--- flow/run.sh ---
#!/bin/bash
# OpenROAD 26Q1-2900-gdf79404cd8, Yosys 0.63+post, stock flow scripts
make -C /OpenROAD-flow-scripts/flow DESIGN_CONFIG=/design/flow/config.mk WORK_HOME=/design/flow/orfs finish
--- flow/config.mk ---
export PLATFORM = sky130hd
export DESIGN_NAME = divider
export DESIGN_NICKNAME = divider
export VERILOG_FILES = /design/flow/design.v
export SDC_FILE = /design/flow/constraint.sdc
export NUM_CORES = 4
export LEC_CHECK = 1
export CORE_UTILIZATION = 30
--- flow/constraint.sdc ---
current_design divider

set clk_period 10.7
set clk_io_pct 0.2

create_clock -name clk0 -period $clk_period [get_ports {clk}]

set non_clock_inputs [all_inputs -no_clocks]
set_input_delay [expr $clk_period * $clk_io_pct] -clock clk0 $non_clock_inputs
set_output_delay [expr $clk_period * $clk_io_pct] -clock clk0 [all_outputs]
--- flow/design.v ---
module divider #
(
    parameter N = 32
)
(
    input wire [N-1:0] dividend,
    input wire [N-1:0] divisor,
    input wire start,
    input wire rst,
    input wire clk,
    output reg [N-1:0] quotient,
    output reg [N-1:0] remainder,
    output reg done
);
    reg [N:0] remainder_reg [0:N]; 
    reg [N-1:0] divisor_reg [0:N];
    reg [N-1:0] quotient_reg [0:N];
    reg [N-1:0] dividend_reg [0:N];
    reg ready_flag [0:N];
    integer i;
    reg [N:0] candidate;
    always @(posedge clk, posedge rst) begin
        if (rst) begin
            for (i = 0; i <= N; i = i + 1) begin
                remainder_reg[i] <= 0;
                divisor_reg[i] <= 0;
                quotient_reg[i] <= 0;
                ready_flag[i] <= 0;
                dividend_reg[i] <= 0;
            end
            done <= 0;
        end
        else begin
            remainder_reg[0] <= 0;
            divisor_reg[0] <= divisor;
            quotient_reg[0] <= 0;
            ready_flag[0] <= start;
            dividend_reg[0] <= dividend;
            for (i = 0; i < N; i = i + 1) begin
                if (ready_flag[i]) begin
                    candidate = {remainder_reg[i][N-1:0], dividend_reg[i][N-1]};
                    dividend_reg[i+1] <= dividend_reg[i] << 1;
                    if (candidate < {1'b0, divisor_reg[i]}) begin
                        quotient_reg[i+1] <= (quotient_reg[i] << 1);
                        remainder_reg[i+1] <= candidate;
                    end 
                    else begin
                        quotient_reg[i+1] <= (quotient_reg[i] << 1) | 1'b1;
                        remainder_reg[i+1] <= candidate - {1'b0, divisor_reg[i]};
                    end
                    divisor_reg[i+1] <= divisor_reg[i];
                    ready_flag[i+1] <= ready_flag[i];
                end
                else begin
                    dividend_reg[i+1]  <= dividend_reg[i];
                    quotient_reg[i+1]  <= quotient_reg[i];
                    remainder_reg[i+1] <= remainder_reg[i];
                    divisor_reg[i+1]   <= divisor_reg[i];
                    ready_flag[i+1]     <= ready_flag[i];
                end
            end
            if (ready_flag[N]) begin
                quotient <= quotient_reg[N];
                remainder <= remainder_reg[N][N-1:0];
                done <= 1;
            end 
            else begin
                done <= 0;
            end
        end
    end
endmodule
==> impl_metrics.toml <==
# flow metrics
[cells_and_area]
fillerInstances = 53161
largest_reg_flops = 1056
post_route_cells_drive_above_1_share_pct = 11.6
register_area_sq_um = 80500
multiInputGateArea_sq_um = 75900
final_cells = 23138
syn_to_final_growth_pct = 12.9

[floorplan]
initCoreUtil_pct = 30.2
row_count = 270
floorplan.die_area_sq_um = 547000
die_height_um = 740
num_io_pins = 132
std_cell_core_area_sq_um = 542000
die-width_um = 740

[setup_path]
crit_start = "remainder_reg[11][0]$_DFF_PP0_"
top_cell_family_by_delay_on_the_critical_path = "AND-OR/OR-AND gates"
worstSetupStartpointType = "flip-flop"
worstPathCellList = "ha_1 -> nor2b_1 -> o211ai_1 -> a31oi_1 -> a31oi_1 -> a2111oi_1 -> o2111ai_1 -> a31oi_1 -> o21ai_4 -> buf_4 -> nor4_1 -> a21oi_1 -> a21oi_1"
crit_arrival_ns = 5.44
r2r.worst_path.cells = 13
reg2reg_end = "remainder_reg[12][10]$_DFF_PP0_"
cp_num_cells = 13
endpoint = "remainder_reg[12][10]$_DFF_PP0_"
cp-end-kind = "flip-flop"
critical_path_peak_fanout = 58
critical-path-max-stage-delay_ns = 0.99
criticalPathCategory = "reg -> reg"
worst-path-buf-inv = 1
worst_r2r_startpoint = "remainder_reg[11][0]$_DFF_PP0_"
reg2reg_slack_ns = 6.10
crit_path_frequent_cell = "a31oi_1"
critPathSlowestCell = "a2111oi_1"
worst-endpoint-required_ns = 11.54

[clocking]
cts.clk_slew.worst_paths_ns = 0.06
clock_insertion_delay_worst_skew_ns = 0.97
clk_path_buf_depth = 4
cts-buffers-inserted = 331
cts_max_level = 5
post-cts-setup-buffer-count = 0
cts_root_buf = "clkbuf_16"
cts_hold_buf = 0
post_cts_resized = 0
cts_tree = "yes"
sinks_on_the_clock_net = 3202

[flow_run]
log.warning_count = 69
max_cap_violations = 0

[sta]
final_min_period_over_clock_period_pct = 43.0
slew_headroom_pct = 19.1
setup_failing_eps_final = 0
grt_setup_unrepaired = "no"
timing_worst_slew_pin_value_ns = 1.18
period_minus_slack_ns = 4.60
clock.fmax_mhz = 217
hold-worst-slack_ns = 0.348
final_hold_viol_count = 0
fin_worst_skew_ns = 0.0781
final.setup.tns_ns = 0
max_slew_violations = 0
worst_slack_ns = 6.10

[logic_synthesis]
synth-warning-count = 6
synth_async_sr_flop_share_pct = 98.0
synth-seq-area-share_pct = 49.3
synth.yosys.chip_area_sq_um = 163000
cell_type_with_the_largest_total_area = "dfrtp_1"
synth-cells-yosys = 15586
syn_inst = 15586
synth-edff-count = 64
dominantRegCellSynth = "dfrtp_1"
synthesis.area_per_instance_sq_um = 10.5
netlist.area_leader.share_pct = 48.1
synth_dominant_cell_count = "dfrtp_1"
numSynthFlops = 3202
ys_top_cells_by_count = "dfrtp_1 (3,138), a21oi_1 (1,715), nor2_1 (1,499)"
synth_cell_types = 116
cell_types_with_the_largest_area_share_after_synthesis = "dfrtp_1 (48%), ha_1 (7.6%), mux2_2 (6.9%), a21oi_1 (5.3%), nor2_1 (3.4%)"
netlist_area_sq_um = 163000

[global_routing]
grt_max_degree = 153
grt_pass1_wl_um = 588000
first_global_vias = 109661
grtUsageTotal_pct = 13.5
globalRouteOverflowTotal = 0
grt_antenna_before_repair = 5

[place]
place_hpwl_um = 273000
post_placement_setup_slack_ns = 5.28
gp_routability_congestion = 0.938
port_bufs = 131
placed_cells_incl_taps = 22525

[pwr]
power.total_mw = 53.3
power_density_nw_per_um2 = 289
max_rail_drop_vdd_v = 0.000154
total_leakage_power_nw = 84.8

[routing]
detail_route.wirelength_um = 361000
ant_nets = 0
routed_via_density = 4.72
drt-wirelength-per-cell_um = 15.6
total_iterations_of_the_first_detailed_routing_run = 5
drc_viols = 0
num_vias = 109244
drt_first_iter_violations = 5504

[status]
run_status = "completed"

[min_path]
min-delay-start = "divisor_reg[13][29]$_DFF_PP0_"
min-delay-path-class = "reg -> reg"
[layer usage]
metal,part of all wire (%),vias up,GRT usage [%]
li1,-,54469,-
met1,42,52449,17.8
met2,50,1671,23.4
met3,3.5,655,1.76
met4,4.0,0,4.42
met5,0,-,0
[worst min-delay path by stage]
stage,to,slack (ns),cells past startpoint
4_1_cts,divisor_reg[14][29]$_DFF_PP0_,0.34,0
5_1_grt,divisor_reg[14][29]$_DFF_PP0_,0.37,0
6_report,divisor_reg[14][29]$_DFF_PP0_,0.35,0
[per-stage QoR]
step                utilization (%)  cell area (sq um)
detailed placement             31.9             173000
CTS                            34.0             184000
finish                         34.0             184000
global route                   34.0             184000
global placement               31.9             173000
floorplan                         -             163000
[cell type report]
cell class,count,area share [%]
Clock buffer,459,5.16
Antenna cell,6,0.00814
Multi-Input combinational cell,10553,41.2
Sequential cell,3202,43.7
Clock inverter,148,1.09
Tap cell,7208,4.89
Timing Repair Buffer,262,1.35
Inverter,1300,2.65
[placed cells by master (no fill, tap or decap), types with 48 or more instances in the layout]
master	synthesis	routed
clkbuf_1	408	56
xor2_1	313	313
nor2b_1	154	153
nand2b_1	125	124
a31oi_1	212	210
clkbuf_8	0	70
edfxtp_1	64	64
inv_1	1292	1291
clkinv_2	0	49
nor3_1	125	125
dfrtp_1	3138	3107
mux2i_1	521	521
a211oi_1	77	76
o21ai_0	405	405
clkbuf_16	0	333
xnor2_1	498	498
a21o_1	520	520
o21bai_1	130	130
or3_1	51	51
buf_4	12	116
o21ai_1	135	133
and2_1	86	86
ha_1	994	994
o211ai_1	62	62
mux2_2	1004	1004
a21oi_1	1715	1714
o21a_1	136	135
clkdlybuf4s50_1	0	131
and3_1	106	106
nand3_1	204	204
nor2_1	1499	1499
nand4_1	69	69
nand2_1	703	703
o31ai_1	48	48
[where the power goes]
part,switching [mW],leakage (nW),internal (mW)
Clock,4.98,5.59,7.02
Sequential,2.63,37.3,15.3
Combinational,12.7,41.9,10.6
[logic make-up after synthesis]
family                   after synthesis  synth area share [%]
AND/OR/NAND/NOR                     3271                  9.00
XOR/XNOR                             811                  4.35
AND-OR/OR-AND                       3888                  14.7
flip-flops                          3202                  49.3
multiplexers                        1543                  10.2
buffers and inverters               1845                  4.41
adder cells (fa/ha/maj)             1025                  8.00
other                                  1               0.00230
Power and IR drop assume default switching activity.
