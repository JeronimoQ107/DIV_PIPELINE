$ cat design/flow/run.sh
#!/bin/bash
# OpenROAD 26Q1-2900-gdf79404cd8, Yosys 0.63+post, stock flow scripts
make -C /OpenROAD-flow-scripts/flow DESIGN_CONFIG=/design/flow/config.mk WORK_HOME=/design/flow/orfs finish
$ cat design/flow/config.mk
export PLATFORM = sky130hd
export DESIGN_NAME = unpipelined_divider
export DESIGN_NICKNAME = unpipelined_divider
export VERILOG_FILES = /design/flow/design.v
export SDC_FILE = /design/flow/constraint.sdc
export NUM_CORES = 4
export LEC_CHECK = 1
export CORE_UTILIZATION = 50
$ cat design/flow/constraint.sdc
current_design unpipelined_divider

set clk_period 9.2
set clk_io_pct 0.2

create_clock -name clk0 -period $clk_period [get_ports {clk}]

set non_clock_inputs [all_inputs -no_clocks]
set_input_delay [expr $clk_period * $clk_io_pct] -clock clk0 $non_clock_inputs
set_output_delay [expr $clk_period * $clk_io_pct] -clock clk0 [all_outputs]
$ cat design/flow/design.v
module unpipelined_divider #
(
    parameter N = 32
)
(
    input wire [N-1:0] dividend,
    input wire [N-1:0] divisor,
    input wire start,
    input wire rst,
    input wire clk,
    output reg [N-1:0] quotient,
    output reg [N-1:0] remainder,
    output reg done
);
    reg [N-1:0] quot_reg;         
    reg [N:0] rem_reg;            
    reg [N-1:0] div_reg;          
    reg [N-1:0] dividend_reg;     
    reg [5:0] bit_counter;        
    localparam IDLE = 2'b00;
    localparam INIT = 2'b01;
    localparam CALC = 2'b10;
    localparam FINISH = 2'b11;
    reg [1:0] state;
    always @(posedge clk or posedge rst) begin
        if (rst) begin
            quot_reg <= 0;
            rem_reg <= 0;
            div_reg <= 0;
            dividend_reg <= 0;
            bit_counter <= 0;
            done <= 0;
            quotient <= 0;
            remainder <= 0;
            state <= IDLE;
        end
        else begin
            case (state)
                IDLE: begin
                    done <= 0;
                    if (start) begin
                        state <= INIT;
                    end
                end
                INIT: begin
                    quot_reg <= 0;
                    rem_reg <= 0;
                    div_reg <= divisor;
                    dividend_reg <= dividend;
                    bit_counter <= N;   
                    state <= CALC;
                end
                CALC: begin
                    if (bit_counter > 0) begin
                        rem_reg <= {rem_reg[N-1:0], dividend_reg[N-1]};
                        dividend_reg <= {dividend_reg[N-2:0], 1'b0};   
                        if ({rem_reg[N-1:0], dividend_reg[N-1]} >= {1'b0, div_reg}) begin
                            rem_reg <= {rem_reg[N-1:0], dividend_reg[N-1]} - {1'b0, div_reg};
                            quot_reg <= {quot_reg[N-2:0], 1'b1};   
                        end else begin
                            quot_reg <= {quot_reg[N-2:0], 1'b0};   
                        end
                        bit_counter <= bit_counter - 1;
                    end else begin
                        state <= FINISH;
                    end
                end
                FINISH: begin
                    quotient <= quot_reg;
                    remainder <= rem_reg[N-1:0];
                    done <= 1;
                    state <= IDLE;
                end
            endcase
        end
    end
endmodule
==> run summary <==
flow finished, numbers: status finished clean, crit path max fanout 13, post-cts gate resize count 0, Post-CTS Setup Inserts 0, pin count of the biggest net entering global routing 122, routability-driven placement congestion ratio 0.890, critical path's most frequent cell nand2_1, sequential fraction of design power 0.357, largest voltage drop on the vdd net 0.174 mV, worst hold path class register to register, number of buffers and inverters on the critical path 1, Final Max Slew Viols 0, post-layout min period 3.51 ns, post-layout power 3.37 mW, final count of hold timing violations 0, RSZ-0062 raised after global routing no, Post-Place Cell Area 0.0116 mm², Root Driver clkbuf_16, crit-path cells ha_1, nand2_1, o21ai_0, and4_1, o31ai_2, a41oi_2, nand2b_1, buf_4, nand2_1, o31ai_1, TritonCTS clock tree built, Commonest flop dfrtp_1, area of the mapped netlist 0.0101 mm², number of top-level pins 132, DPL Wire Length 14.1 mm, Num CTS Buffers 22, number of cell instances after yosys synthesis 989, delay-heaviest family, CP simple AND/OR/NAND/NOR gates, clock transition at the register clock pins on the worst setup and hold paths after CTS 0.06 ns, ratio of routed vias to standard cells 5.40, Worst Clk Skew 0.0112 ns, detailed-route DRC error count 0, core region area 0.0196 mm², number of register bits inferred by synthesis 203, Late-Pin Clk Latency 0.50 ns, number of OpenROAD warnings 28, number of antenna violations at the first check in global routing 1, final cycle utilization of the critical path 0.382, number of warnings printed during yosys synthesis 1, placed insts 1,335, critical path type register to register, cell area after layout 0.0123 mm², fin util 0.629, TritonCTS sink count 203, cts-stage hold buffer count 0, distinct cell type count of the synthesized netlist 66, area occupied by registers 0.00508 mm², Fmax 285 MHz, Max Root-Sink Buffers 3, post-synth top area share 0.502, synthesis-to-layout area growth 22.4%, total via count after detailed routing 7,413, Fillers 1,638, number of inserted diodes 0, clock network power share 0.271, number of flops mapped to enable cells by yosys 0, Finished Layout Cells 1,374, Overflow after GRT 0, detailed-router iteration count before antenna repair 6, Worst setup EP type register, vias in the first global route 7,090, standard-cell row count 51, switching power share of the total 0.361, wire length of the first global-routing pass 36.5 mm, synthesized area divided by synthesized cell count 10.2 µm², average routed wire per standard cell 15.9 µm, slowest stage delay, CP 0.60 ns, final setup vio count 0, Static Leak 5.72 nW, Global Route Usage Sum 0.233, async set-reset flop share out of synthesis 1.00, Internal Dissipation 2.15 mW, H-Tree Depth 1, post-route worst setup slack 5.69 ns, Final Routed Wirelength 21.9 mm, FP Util 0.514, sequential cell area fraction in the yosys report 0.505, Worst Tran Pin Value 0.823 ns, iteration-0 DRC count of the detailed router 414, logic area 0.00459 mm², power per standard cell area 273 mW/mm², Critical Path AT 3.92 ns, net switching power 1.22 mW, ranking of synthesized cells by area dfrtp_1, mux2_2, nand2_1, number of buffers added on ports 131, die y size 144 µm, x dimension of the die 144 µm, instance count of the mapped netlist 989, Worst setup SP type register, setup tns final 0 ns, post-route worst hold slack 0.480 ns, slowest stage cell, crit path nand2b_1, Chip Area, Yosys 0.0101 mm², required time at the worst-slack endpoint 9.61 ns, fraction of power consumed by combinational cells 0.372, max_slew headroom 0.451, share of layout cells above drive strength 1 0.117, post-synth top area cell dfrtp_1, post-placement worst setup slack 5.72 ns, Chip Footprint 0.0207 mm², number of antenna-violating nets in the routed design 0, max capacitance violation total 0
==> power groups by stage <==
stage         Combinational [mW]  Sequential (mW)  Clock [mW]
CTS                         1.26             1.20       0.938
global route                1.42             1.23       0.974
finish                      1.25             1.20       0.915
==> per-layer routing <==
metal | share of wire | vias up | routed length (µm) | track usage
met3 | 0.058 | 31 | 1270 | 0.0377
li1 | - | 3668 | - | -
met4 | 0.019 | 0 | 409 | 0.0409
met2 | 0.42 | 194 | 9140 | 0.319
met5 | 0 | - | 0 | 0
met1 | 0.51 | 3520 | 11100 | 0.407
==> cell type report <==
type                       count  area share
clock inverter                 5     0.00863
timing repair buffer         141       0.113
inverter                      43      0.0137
tap                          265      0.0269
clock buffer                  34      0.0525
multi-input combinational    683       0.372
sequential                   203       0.413
==> worst paths after layout <==
kind,endpoint,slack [ns],start,cells past startpoint
max,rem_reg[30]$_DFFE_PP0P_,5.69,rem_reg[7]$_DFFE_PP0P_,10
min,quot_reg[31]$_DFFE_PP0P_,0.48,quot_reg[30]$_DFFE_PP0P_,2
max reg2reg,rem_reg[30]$_DFFE_PP0P_,5.69,rem_reg[7]$_DFFE_PP0P_,10
min reg2reg,quot_reg[31]$_DFFE_PP0P_,0.48,quot_reg[30]$_DFFE_PP0P_,2
max in group asynchronous,div_reg[21]$_DFFE_PP0P_,6.35,rst,3
min in group asynchronous,dividend_reg[23]$_DFFE_PP0P_,1.81,rst,2
==> worst register-to-register path: stages (launching register included) <==
cell	delay (ns)
dfrtp_1	0.41
ha_1	0.42
nand2_1	0.07
o21ai_0	0.41
and4_1	0.30
o31ai_2	0.10
a41oi_2	0.25
nand2b_1	0.60
buf_4	0.38
nand2_1	0.19
o31ai_1	0.29
==> layout by cell type, fill, tap and decap left out, types with 3 or more instances in the layout <==
| master | instances |
|---|---|
| clkdlybuf4s50_1 | 131 |
| nor3_1 | 10 |
| nor2b_1 | 5 |
| nand4_1 | 6 |
| buf_4 | 9 |
| dfrtp_2 | 3 |
| dfrtp_1 | 199 |
| clkbuf_1 | 8 |
| xnor2_1 | 19 |
| o31ai_1 | 5 |
| clkbuf_16 | 23 |
| nand2_1 | 171 |
| ha_1 | 33 |
| o21a_1 | 6 |
| mux2i_1 | 49 |
| mux2_2 | 65 |
| nand3_1 | 62 |
| a21oi_1 | 30 |
| and2_1 | 3 |
| a31oi_1 | 5 |
| o21bai_1 | 5 |
| a32oi_1 | 10 |
| o21ai_1 | 21 |
| clkbuf_8 | 3 |
| nand2b_1 | 6 |
| a21o_1 | 15 |
| o21ai_0 | 83 |
| inv_1 | 42 |
| nor2_1 | 14 |
| bufinv_16 | 3 |
| xor2_1 | 10 |
==> synthesized netlist by cell type (6+ instances only) <==
master / number
clkbuf_1: 46
o21ai_1: 21
dfrtp_1: 202
buf_1: 6
ha_1: 33
nor3_1: 10
mux2_2: 65
a21o_1: 15
xor2_1: 10
inv_1: 43
o21ai_0: 83
o21a_1: 6
nand2b_1: 8
nand2_1: 171
nor2_1: 15
xnor2_1: 19
mux2i_1: 49
nand4_1: 6
nand3_1: 62
a21oi_1: 30
nor2b_1: 6
a32oi_1: 10
==> kinds of logic (layout without fill, tap and decap cells) <==
kind of cell	count (synthesis)	in the layout	share of synthesized area
adder cells (fa/ha/maj)	34	34	0.0430
flip-flops	203	203	0.505
XOR/XNOR	29	29	0.0252
AND-OR/OR-AND	207	207	0.130
buffers and inverters	103	223	0.0415
multiplexers	114	114	0.121
AND/OR/NAND/NOR	299	299	0.135
Power figures rest on the tool's default switching activity, not on a simulated workload.
